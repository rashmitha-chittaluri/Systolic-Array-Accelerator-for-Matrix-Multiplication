===== flow/constraint.sdc =====
current_design systolic_controll

set clk_period 3.0
set clk_io_pct 0.2

create_clock -name clk0 -period $clk_period [get_ports {clk}]

set non_clock_inputs [all_inputs -no_clocks]
set_input_delay [expr $clk_period * $clk_io_pct] -clock clk0 $non_clock_inputs
set_output_delay [expr $clk_period * $clk_io_pct] -clock clk0 [all_outputs]

===== flow/design.v =====
module systolic_controll#(
	parameter ARRAY_SIZE = 8
)
(
	input clk,
	input srstn,
	input tpu_start,																 
	output reg sram_write_enable,
	output reg [6:0] addr_serial_num,
	output reg alu_start,																 
	output reg [8:0] cycle_num,													 
	output reg [5:0] matrix_index,													 
	output reg [1:0] data_set,
	output reg tpu_done														 
);
localparam IDLE = 3'd0, LOAD_DATA = 3'd1, WAIT1 = 3'd2, ROLLING = 3'd3;
reg [2:0] state;
reg [2:0] state_nx;
reg [1:0] data_set_nx;
reg tpu_done_nx;
reg [6:0] addr_serial_num_nx;
reg [8:0] cycle_num_nx;
reg [5:0] matrix_index_nx;
always@(posedge clk) begin
	if(~srstn) begin
		state <= IDLE;
		data_set <= 0;
		cycle_num <= 0;
		matrix_index <= 0;
		addr_serial_num <= 0;
		tpu_done <= 0;
	end
	else begin
		state <= state_nx;
		data_set <= data_set_nx;
		cycle_num <= cycle_num_nx;
		matrix_index <= matrix_index_nx;
		addr_serial_num <= addr_serial_num_nx;
		tpu_done <= tpu_done_nx;
	end
end
always@(*) begin
	case(state) 
		IDLE:	 begin
			if(tpu_start)
				state_nx = LOAD_DATA;
			else
				state_nx = IDLE;
			tpu_done_nx = 0;
		end
		LOAD_DATA: begin
			state_nx = WAIT1;
			tpu_done_nx = 0;
		end
		WAIT1: begin
			state_nx = ROLLING;
			tpu_done_nx = 0;
		end
		ROLLING: begin
			if(matrix_index==15 && data_set == 1) begin
				state_nx = IDLE;
				tpu_done_nx = 1;
			end
			else begin
				state_nx = ROLLING;
				tpu_done_nx = 0;
			end
		end
		default: begin
			state_nx = IDLE;
			tpu_done_nx = 0;
		end
	endcase
end
always@(*) begin
	case(state)
		IDLE: begin
			if(tpu_start)
				addr_serial_num_nx = 0;
			else
				addr_serial_num_nx = addr_serial_num;
		end
		LOAD_DATA:
			addr_serial_num_nx = 1;
		WAIT1: 
			addr_serial_num_nx = 2;
		ROLLING: begin
			if(addr_serial_num == 127)
				addr_serial_num_nx = addr_serial_num;
			else
				addr_serial_num_nx = addr_serial_num + 1;
		end
		default:
			addr_serial_num_nx = 0;
	endcase
end
always@(*) begin
	case(state)
		IDLE: begin
			alu_start = 0;
			cycle_num_nx = 0;
			matrix_index_nx = 0;
			data_set_nx = 0;
			sram_write_enable = 0;
		end
		LOAD_DATA: begin
			alu_start = 0;
			cycle_num_nx = 0;
			matrix_index_nx = 0;
			data_set_nx = 0;
			sram_write_enable = 0;
		end
		WAIT1: begin
			alu_start = 0;
			cycle_num_nx = 0;
			matrix_index_nx = 0;
			data_set_nx = 0;
			sram_write_enable = 0;
		end
		ROLLING: begin
			alu_start = 1;
			cycle_num_nx = cycle_num + 1;
			if(cycle_num >= ARRAY_SIZE+1) begin
				if(matrix_index == 15) begin
					matrix_index_nx = 0;
					data_set_nx = data_set + 1;
				end
				else begin
					matrix_index_nx = matrix_index + 1;
					data_set_nx = data_set;
				end
				sram_write_enable = 1;
			end
			else begin
				matrix_index_nx = 0;
				data_set_nx = data_set;
				sram_write_enable = 0;
			end
		end
		default: begin
			alu_start = 0;
			cycle_num_nx = 0;
			matrix_index_nx = 0;
			data_set_nx = 0;
			sram_write_enable = 0;
		end
	endcase
end
endmodule

===== flow/config.mk =====
export PLATFORM = sky130hd
export DESIGN_NAME = systolic_controll
export DESIGN_NICKNAME = systolic_controll
export VERILOG_FILES = /design/flow/design.v
export SDC_FILE = /design/flow/constraint.sdc
export NUM_CORES = 4
export LEC_CHECK = 1
export CORE_AREA = 10 10 91 91
export DIE_AREA = 0 0 101 101

===== flow/run.sh =====
#!/bin/bash
# OpenROAD 26Q1-2900-gdf79404cd8, Yosys 0.63+post, stock flow scripts
make -C /OpenROAD-flow-scripts/flow DESIGN_CONFIG=/design/flow/config.mk WORK_HOME=/design/flow/orfs finish

==> Slide: Implementation Results <==
Physical Implementation Snapshot

Routing
  • Ant. Diodes: 0
  • DRC Markers: 0
  • Vias after detailed routing: 1061
  • 1st-iter DRT viols: 25
  • Final wirelength: 2980 µm
  • Drt pass-1 iters: 4
  • Antenna Nets Post-Route: 0
  • Wire per inst: 11.9 µm
  • Vias per inst: 4.23

Outcome
  • Run status: finished clean

Power and ir drop
  • Combinational share of power: 3.5%
  • Cell Pwr Density: 432 mW/mm²
  • Leak Pwr: 0.571 nW
  • Worst IR drop on VDD: 0.197 mV
  • Clk pwr share: 43.1%
  • Sw Ratio: 23.6%
  • Internal: 0.566 mW
  • Seq pwr share: 53.4%
  • Switch Pwr: 0.175 mW

Final timing
  • Final setup margin: 0.477 ns
  • TNS Setup: 0 ns
  • Final hold vios: 0
  • Final slew viol count: 0
  • Max_slew headroom: 57.4%
  • Tcrit/Tclk final: 84.1%
  • Achievable frequency: 396 MHz
  • Finish-stage setup viols: 0
  • Worst-Margin Slew: 0.633 ns
  • Min Tclk post-route: 2.52 ns
  • RSZ-0062 raised after global routing: false
  • Skew final: 0.00726 ns

Setup path
  • Startpoint types: flip-flop
  • CP required: 2.40 ns
  • WS Path Type: flip-flop to output pin
  • R2R cell count: 5
  • Crit path capture type: output pin
  • Crit-path max FO: 5
  • WP data arrival: 1.92 ns

CTS
  • Root buffer cell: clkbuf_8
  • CTS Buf Count: 5
  • CTS clk-pin slew, worst paths: 0.07 ns
  • CTS Sinks: 29
  • Late-Pin Clk Latency: 0.28 ns
  • CTS Buffer Depth: 2
  • Post-CTS sizing: 0
  • CTS tree: done
  • Setup repair bufs after CTS: 0
  • H-tree lvl count: 2
  • Hold buffers post-CTS: 0

Die
  • Floorplan row count: 29
  • FP Util: 19.6%
  • Core Area: 0.00635 mm²
  • Chip width: 101 µm
  • Die area: 0.0102 mm²
  • Die span in y: 101 µm
  • Ports: 30

Synthesis
  • #FFs+latches synth: 29
  • Yosys Instances: 139
  • Yosys warning total: 1
  • Post-Synthesis Cells: 139
  • Synth Seq Share: 46.5%
  • Post-synth cell types: 33
  • Chip Area, Yosys: 0.00125 mm²
  • Mapped Area: 0.00125 mm²
  • Syn avg cell area: 8.97 µm²

Placement
  • Input/output buffers: 29
  • Hpwl dp: 2270 µm
  • Placer Congestion: 0.782
  • Dpl ws: 0.744 ns

Min path
  • Type of the worst min-delay path: flip-flop to flip-flop
  • Worst hold path cell count: 1

Global routing
  • GRT Total Usage: 6.15%
  • Antenna violations before repair: 0
  • First-pass GRT wire length: 5180 µm
  • Number of global-route vias before repair: 1079
  • Largest net degree at the start of global routing: 15
  • GR Overflow Total: 0

Flow run
  • Tool Warnings: 26
  • Max Cap Viol: 0

Finish
  • Layout area overhead: 37.6%
  • Final core area utilization: 27.0%
  • Layout cells sized above 1: 8.62%
-- sequential cells by signal, summed over array words and instances (netlist names) --
| register | cells |
|---|---|
| cycle_num | 9 |
| addr_serial_num | 7 |
| matrix_index | 6 |
| state | 4 |
| data_set | 2 |
| tpu_done | 1 |
-- cells by family (layout without fill, tap and decap cells) --
family,count (synthesis),after routing,share of synthesized area [%]
AND-OR/OR-AND,22,22,12.5
buffers and inverters,8,43,2.51
AND/OR/NAND/NOR,64,64,25.5
XOR/XNOR,9,9,6.32
multiplexers,2,2,1.60
adder cells (fa/ha/maj),5,5,5.02
flip-flops,29,29,46.5
-- cells in the mapped netlist, drive strengths merged --
cell type,count,area [µm²]
a211o,1,8.76
a211oi,2,15.0
a21oi,6,30.0
a311oi,2,23.8
and2,1,6.26
and3,5,36.3
buf,1,3.75
clkbuf,1,5.00
dfxtp,29,581
ha,5,62.6
inv,6,22.5
mux2i,2,20.0
nand2,7,26.3
nand2b,1,6.26
nand3,9,45.0
nand4,2,12.5
nor2,25,93.8
nor2b,2,12.5
nor3,2,10.0
nor3b,1,7.51
nor4,1,6.26
o211ai,1,7.51
o21ai,7,35.0
o21ba,1,10.0
o311a,1,10.0
o41ai,1,16.3
or2,2,12.5
or3,6,42.5
xnor2,4,35.0
xor2,5,43.8
-- placed cells by master (no fill, tap or decap) --
cell type / synthesis / final
nand2b_1: 1 / 1
nor4_1: 1 / 1
and3_4: 1 / 1
a211oi_1: 2 / 2
xnor2_1: 4 / 4
a311oi_1: 1 / 1
or3_1: 5 / 5
nor2b_1: 2 / 2
ha_1: 5 / 5
o311a_1: 1 / 1
dfxtp_1: 29 / 29
inv_1: 6 / 6
o211ai_1: 1 / 1
nor2_1: 25 / 25
and2_1: 1 / 1
and3_1: 4 / 4
nand3_1: 9 / 9
o21ba_2: 1 / 1
clkdlybuf4s50_1: 0 / 29
nor3_1: 2 / 2
or3_4: 1 / 1
nor3b_1: 1 / 1
a311oi_2: 1 / 1
mux2i_1: 2 / 2
or2_2: 2 / 2
a211o_1: 1 / 1
nand4_1: 2 / 2
o21ai_0: 7 / 7
clkbuf_8: 0 / 5
xor2_1: 5 / 5
a21oi_1: 6 / 6
clkinvlp_4: 0 / 3
o41ai_2: 1 / 1
nand2_1: 7 / 7
-- critical path, cell delays in order (launching register included) --
cell	delay, ns
dfxtp_1	0.42
inv_1	0.07
ha_1	0.19
o41ai_2	0.28
and3_4	0.24
nor2_1	0.04
clkdlybuf4s50_1	0.41
-- per-layer routing --
metal	up-vias	GRT usage (%)	wire length, µm
met5	-	0	0
met4	0	1.07	61
met3	8	2.98	295
met2	22	9.24	1270
met1	476	7.97	1350
li1	555	-	-
-- final timing paths --
check                                        start            endpoint  slack, ns
worst max-delay path                  cycle_num[1]   sram_write_enable       0.48
worst min-delay path                      state[2]            state[1]       0.46
worst max register to register  addr_serial_num[0]  addr_serial_num[1]       1.35
worst min register to register            state[2]            state[1]       0.46
-- power groups by stage --
stage         clock network [mW]  registers (mW)  logic, mW
CTS                        0.332           0.396     0.0261
global route               0.349           0.397     0.0297
finish                     0.320           0.396     0.0258
-- stage by stage --
step | hold WS (ns) | instances | cell area (µm²) | power [mW]
2_1_floorplan | 0.424 | 139 | 1250 | 0.417
3_3_place_gp | 0.437 | 243 | 1630 | 0.430
4_1_cts | 0.465 | 251 | 1720 | 0.754
6_report | 0.464 | 251 | 1720 | 0.741
5_1_grt | 0.501 | 251 | 1720 | 0.775
3_5_place_dp | 0.436 | 243 | 1630 | 0.430
-- final cells by class --
| type | instances | area (µm²) |
|---|---|---|
| sequential | 29 | 581 |
| clock inverter | 3 | 22.5 |
| clock buffer | 5 | 68.8 |
| tap | 77 | 96.3 |
| inverter | 6 | 22.5 |
| multi-input combinational | 102 | 636 |
| fill | 666 | 4630 |
| timing repair buffer | 29 | 290 |
Power and IR drop assume default switching activity.
